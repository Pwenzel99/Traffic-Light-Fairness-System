[flow/config.mk]
export PLATFORM = sky130hd
export DESIGN_NAME = LoadCapacities
export DESIGN_NICKNAME = LoadCapacities
export VERILOG_FILES = /design/flow/design.v
export SDC_FILE = /design/flow/constraint.sdc
export NUM_CORES = 4
export LEC_CHECK = 1
export CORE_AREA = 10 10 70 70
export DIE_AREA = 0 0 80 80
[flow/constraint.sdc]
current_design LoadCapacities

set clk_period 3.0
set clk_io_pct 0.2

create_clock -name clk0 -period $clk_period

set non_clock_inputs [all_inputs -no_clocks]
set_input_delay [expr $clk_period * $clk_io_pct] -clock clk0 $non_clock_inputs
set_output_delay [expr $clk_period * $clk_io_pct] -clock clk0 [all_outputs]
[flow/design.v]
module LoadCapacities(LaneCap,StateAE,Out,c1,c2,c3,c4,Cap1,Cap2,Cap3,Cap4,CapC);
	input [3:0] LaneCap,c1,c2,c3,c4;
	input [4:0] StateAE;
	output [8:0] Out;
	output [3:0] Cap1,Cap2,Cap3,Cap4,CapC;
	reg [8:0] Out;
	reg [3:0] Cap1,Cap2,Cap3,Cap4,CapC;
	integer j=0;
	always @(*)begin
		if(c1==4'b0000)begin
			CapC[0]=1'b1;
		end
		else begin
			CapC[0]=1'b0;
		end
		if(c2==4'b0000)begin
			CapC[1]=1'b1;
		end
		else begin
			CapC[1]=1'b0;
		end
		if(c3==4'b0000)begin
			CapC[2]=1'b1;
		end
		else begin
			CapC[2]=1'b0;
		end
		if(c4==4'b0000)begin
			CapC[3]=1'b1;
		end
		else begin
			CapC[3]=1'b0;
		end
		if(StateAE[0]==1'b1 || StateAE==4'b0000)begin
			for(j=8;j>=0;j=j-1)begin
				Out[j]=1'b0;
			end
		end
		if(StateAE[1]==1'b1)begin
			for(j=0;j<4;j=j+1)begin
				Cap1[j] = LaneCap[j];
				Out[j] = LaneCap[j];
			end
			Out[8] = 1'b0;
			Out[7] = 1'b0;
			Out[6] = 1'b1;
			Out[5] = 1'b0;
			Out[4] = 1'b0;
		end
		if(StateAE[2]==1'b1)begin
			for(j=0;j<4;j=j+1)begin
				Cap2[j] = LaneCap[j];
				Out[j] = LaneCap[j];
			end
			Out[8] = 1'b1;
			Out[7] = 1'b0;
			Out[6] = 1'b1;
			Out[5] = 1'b0;
			Out[4] = 1'b1;
		end
		if(StateAE[3]==1'b1)begin
			for(j=0;j<4;j=j+1)begin
				Cap3[j] = LaneCap[j];
				Out[j] = LaneCap[j];
			end
			Out[8] = 1'b0;
			Out[7] = 1'b1;
			Out[6] = 1'b1;
			Out[5] = 1'b1;
			Out[4] = 1'b0;
		end
		if(StateAE[4]==1'b1)begin
			for(j=0;j<4;j=j+1)begin
				Cap4[j] = LaneCap[j];
				Out[j] = LaneCap[j];
			end
			Out[8] = 1'b1;
			Out[7] = 1'b1;
			Out[6] = 1'b1;
			Out[5] = 1'b1;
			Out[4] = 1'b1;
		end
	end
endmodule 
[flow/run.sh]
#!/bin/bash
# OpenROAD 26Q1-2900-gdf79404cd8, Yosys 0.63+post, stock flow scripts
make -C /OpenROAD-flow-scripts/flow DESIGN_CONFIG=/design/flow/config.mk WORK_HOME=/design/flow/orfs finish
==> run_summary.xml <==
<?xml version="1.0" encoding="UTF-8"?>
<metrics>
  <group name="yosys">
    <metric name="synth_area" unit="sq um">457</metric>
    <metric name="yosys-stat-cells" unit="">39</metric>
    <metric name="xor_share" unit="">0</metric>
    <metric name="synth.avg_cell_area" unit="sq um">11.7</metric>
    <metric name="synth.distinct_cells" unit="">10</metric>
    <metric name="synth.area.mux_share" unit="">0</metric>
    <metric name="topCombFamilyByArea" unit="">simple AND/OR/NAND/NOR gates</metric>
    <metric name="compound_area_frac" unit="">0.0164</metric>
    <metric name="synth.yosys.chip_area" unit="sq um">457</metric>
    <metric name="yosys_warnings" unit="">1</metric>
    <metric name="fa_ha_area_frac" unit="">0</metric>
    <metric name="numSynthFlops" unit="">23</metric>
    <metric name="syn_inst" unit="">39</metric>
    <metric name="synth.cellmix.simpleShare" unit="">0.170</metric>
  </group>
  <group name="route">
    <metric name="drt-initial-drc-count" unit="">5</metric>
    <metric name="wirelength" unit="um">1690</metric>
    <metric name="avgViaCountPerCell" unit="">3.18</metric>
    <metric name="wire_per_inst" unit="um">11.9</metric>
    <metric name="antenna_violating_nets_post_route" unit="">0</metric>
    <metric name="drc" unit="">0</metric>
    <metric name="firstDrtPassIters" unit="">2</metric>
    <metric name="num_vias" unit="">452</metric>
    <metric name="diodes" unit="">0</metric>
  </group>
  <group name="setup_path">
    <metric name="setup.worst_path.start_class" unit="">input port</metric>
    <metric name="end_kind" unit="">primary output</metric>
    <metric name="crit_path_cell_trace" unit="">clkdlybuf4s50_1, nor4_4, nor2b_1, dlxtn_1, clkdlybuf4s50_1</metric>
    <metric name="crit_path_max_incr_delay" unit="ns">0.64</metric>
    <metric name="path_common_cell" unit="">clkdlybuf4s50_1</metric>
    <metric name="crit_required" unit="ns">2.40</metric>
    <metric name="critPathSlowestCell" unit="">clkdlybuf4s50_1</metric>
    <metric name="arrival" unit="ns">2.25</metric>
    <metric name="critical_path.max_fanout" unit="">6</metric>
    <metric name="critical_path.n_buffers_inverters" unit="">2</metric>
    <metric name="critical-path-top-delay-family" unit="">buffers and inverters</metric>
    <metric name="timing.setup.critical_path_class" unit="">in2out</metric>
    <metric name="worst-path-stages" unit="">5</metric>
  </group>
  <group name="power">
    <metric name="leakagePower" unit="nW">0.453</metric>
    <metric name="irDropWorstVdd" unit="V">0.0000226</metric>
    <metric name="post-layout-total-power" unit="W">0.0000875</metric>
    <metric name="power.density" unit="nW/um^2">83.0</metric>
  </group>
  <group name="hold_path">
    <metric name="holdCritPathClass" unit="">in2out</metric>
    <metric name="worst_hold_path.num_cells" unit="">3</metric>
  </group>
  <group name="final_layout">
    <metric name="area_of_combinational_cells_with_multiple_inputs" unit="sq um">111</metric>
    <metric name="layout.area.seq" unit="sq um">345</metric>
    <metric name="area.growth.synth_to_final" unit="%">131</metric>
    <metric name="final_layout_size_suffix_gt1_frac" unit="">0.0104</metric>
    <metric name="nFillCells" unit="">364</metric>
  </group>
  <group name="global_routing">
    <metric name="met1_usage" unit="">0.0557</metric>
    <metric name="grt_first_pass_wirelength" unit="um">2620</metric>
    <metric name="antenna_found_initial" unit="">0</metric>
    <metric name="global_route.usage.total" unit="">0.0497</metric>
    <metric name="largest_net_degree_at_the_start_of_global_routing" unit="">8</metric>
    <metric name="globalRouteMet3Util" unit="">0.0159</metric>
    <metric name="number_of_global_route_vias_before_repair" unit="">499</metric>
    <metric name="global_route.peak_usage_layer" unit="">met2</metric>
    <metric name="globalRouteOverflowTotal" unit="">0</metric>
    <metric name="met2_track_usage_gr" unit="">0.0939</metric>
  </group>
  <group name="floorplanning">
    <metric name="core_area" unit="sq um">3420</metric>
    <metric name="die_h" unit="um">80</metric>
    <metric name="num_ports" unit="">54</metric>
    <metric name="floorplan.core_util" unit="">0.134</metric>
    <metric name="die_area" unit="sq um">6400</metric>
    <metric name="die_w" unit="um">80</metric>
    <metric name="core.rowCount" unit="">21</metric>
  </group>
  <group name="sta">
    <metric name="fin_tns_setup" unit="ns">0</metric>
    <metric name="unclocked_regs" unit="">23</metric>
    <metric name="finalHoldWorstSlack" unit="ns">2.08</metric>
    <metric name="finalWorstPathRequiredPeriod" unit="ns">2.85</metric>
    <metric name="finalHoldViolations" unit="">0</metric>
    <metric name="max_freq" unit="GHz">0.350</metric>
    <metric name="final_max_slew_viol_count" unit="">0</metric>
    <metric name="rsz0062_at_grt" unit="">no</metric>
    <metric name="setup-violations-final" unit="">0</metric>
    <metric name="count_of_endpoints_without_a_timing_constraint" unit="">39</metric>
    <metric name="finalClockPeriodUsage" unit="">0.952</metric>
  </group>
  <group name="placed_design">
    <metric name="final_estimated_routing_congestion_in_global_placement" unit="">0.744</metric>
    <metric name="port_buffers" unit="">53</metric>
  </group>
  <group name="clocking">
    <metric name="cts_post_setup_buffers_inserted" unit="">0</metric>
  </group>
  <group name="status">
    <metric name="status" unit="">finished, final reports clean</metric>
  </group>
  <group name="flow_run">
    <metric name="log.warning_count" unit="">33</metric>
    <metric name="timing.max_cap.violations" unit="">0</metric>
  </group>
</metrics>
## metal layers
layer,vias up,part of all wire
li1,230,-
met1,201,0.35
met2,21,0.54
met3,0,0.11
met4,0,0
met5,-,0
## tightest hold or removal path: cells and delay by family
family	cells	cell delay, ns
buffers and inverters	2	0.84
and+or+nand+nor	1	0.04
## timing repair
action / in CTS / in global routing
endpoints found under the setup margin: 4 / 5
hold buffers: 0 / 0
pin swaps: 1 / 1
resized: 1 / 1
## flip-flops by register name, indices dropped and copies added, names as in the netlist
name,flops
Cap2,4
Out,7
Cap3,4
Cap4,4
Cap1,4
## synth_stat cells, drive strengths merged
cell	n	share of area
inv	2	0.016
dlxtp	16	0.53
dlxtn	7	0.23
or2	1	0.014
conb	1	0.0082
a21o	1	0.016
buf	2	0.033
nor2b	4	0.055
nor4	5	0.10
## metrics by stage
step | cell area (sq um) | std cells | util | setup slack (ns)
2_1_floorplan | 479 | 45 | - | 1.19
3_3_place_gp | 1050 | 142 | 0.308 | -0.000753
3_5_place_dp | 1050 | 142 | 0.308 | -0.00861
4_1_cts | 1050 | 142 | 0.308 | 0.0263
5_1_grt | 1050 | 142 | 0.308 | 0.0199
6_report | 1050 | 142 | 0.308 | 0.145
## cell type report
cell class                 instances  share of cell area
timing repair buffer              53               0.505
sequential                        23               0.328
multi-input combinational         18               0.106
tap                               46              0.0546
inverter                           2             0.00713
## cell families after synthesis
| group | after synthesis |
|---|---|
| buffers and inverters | 4 |
| AND-OR/OR-AND | 1 |
| latches | 23 |
| other | 1 |
| AND/OR/NAND/NOR | 10 |
## layout by cell type (no fill, tap or decap)
cell	synthesis	final
dlymetal6s2s_1	0	1
conb_1	1	7
clkdlybuf4s50_1	0	51
nor2b_1	4	4
dlygate4sd2_1	0	1
or2_1	1	1
dlxtn_1	7	7
inv_1	2	2
nor4_1	4	4
a21o_1	1	1
nor4_4	1	1
dlxtp_1	16	16
## final timing paths
| path | startpoint | to | slack (ns) |
|---|---|---|---|
| worst min-delay path | c4[2] | CapC[3] | 2.08 |
| worst max-delay path | StateAE[2] | Out[0] | 0.15 |
## power by group
part	internal [W]	total (W)	switching (W)
Combinational	0.0000467	0.0000633	0.0000166
Sequential	0.0000221	0.0000242	0.00000207
Clock	0	0	0
Total	0.0000688	0.0000875	0.0000187
Power is estimated from default activity; no workload was simulated.
