==> flow/design.v <==
module AB(clk,aslane,s,as1,as2,as3,as4,cur1,cur2,cur3,cur4,Lights,sin);
	input[3:0] aslane,cur1,cur2,cur3,cur4;
	input[1:0] sin;
	input clk;
	output [3:0] s,Lights;
	output [1:0] as1,as2,as3,as4;
	reg [3:0] s,Lights;
	reg [1:0] as1,as2,as3,as4;
	reg [2:0] fl1,fl2,fl3,fl4,lane;
	always @(posedge clk)begin
		if(sin==2'b11 || sin==2'b00)begin
			{as1[1],as1[0],as2[1],as2[0],as3[1],as3[0],as4[1],as4[0],s[3],s[2],s[1],s[0],Lights[3],Lights[2],Lights[1],Lights[0]} = 16'b0000000000000000;
			lane=3'b001;
		end
		if(sin==2'b01)begin
				lane=3'b001;
				case({aslane})
					4'b0000: {as1[1],as1[0],as2[1],as2[0],as3[1],as3[0],as4[1],as4[0],s[3],s[2],s[1],s[0],Lights[3],Lights[2],Lights[1],Lights[0]} = 16'b0000000000000000;
					4'b0001: {as1[1],as1[0],as2[1],as2[0],as3[1],as3[0],as4[1],as4[0],s[3],s[2],s[1],s[0],Lights[3],Lights[2],Lights[1],Lights[0]} = 16'b0100000000010000;
					4'b0010: {as1[1],as1[0],as2[1],as2[0],as3[1],as3[0],as4[1],as4[0],s[3],s[2],s[1],s[0],Lights[3],Lights[2],Lights[1],Lights[0]} = 16'b0001000000100000;
					4'b0100: {as1[1],as1[0],as2[1],as2[0],as3[1],as3[0],as4[1],as4[0],s[3],s[2],s[1],s[0],Lights[3],Lights[2],Lights[1],Lights[0]} = 16'b0000010001000000;
					4'b1000: {as1[1],as1[0],as2[1],as2[0],as3[1],as3[0],as4[1],as4[0],s[3],s[2],s[1],s[0],Lights[3],Lights[2],Lights[1],Lights[0]} = 16'b0000000110000000;
			endcase
			end
		if(sin==2'b10)begin
					if(lane==3'b001)begin
						if(fl1==3'b101)begin
							lane=lane+1'b1;
							fl1=3'b000;
						end
						else begin
							if(cur1==4'b0000)begin
								lane=lane+1'b1;
								fl1=3'b000;
							end
							else begin
								case({aslane})
									4'b0000: {as1[1],as1[0],as2[1],as2[0],as3[1],as3[0],as4[1],as4[0],s[3],s[2],s[1],s[0],Lights[3],Lights[2],Lights[1],Lights[0]} = 16'b1000000000010001;
									4'b0001: {as1[1],as1[0],as2[1],as2[0],as3[1],as3[0],as4[1],as4[0],s[3],s[2],s[1],s[0],Lights[3],Lights[2],Lights[1],Lights[0]} = 16'b0000000000000001;
									4'b0010: {as1[1],as1[0],as2[1],as2[0],as3[1],as3[0],as4[1],as4[0],s[3],s[2],s[1],s[0],Lights[3],Lights[2],Lights[1],Lights[0]} = 16'b1001000000110001;
									4'b0100: {as1[1],as1[0],as2[1],as2[0],as3[1],as3[0],as4[1],as4[0],s[3],s[2],s[1],s[0],Lights[3],Lights[2],Lights[1],Lights[0]} = 16'b1000010001010001;
									4'b1000: {as1[1],as1[0],as2[1],as2[0],as3[1],as3[0],as4[1],as4[0],s[3],s[2],s[1],s[0],Lights[3],Lights[2],Lights[1],Lights[0]} = 16'b1000000110010001;
								endcase
								fl1=fl1+1'b1;
							end
						end
					end
					if(lane==3'b010)begin
						if(fl2==3'b101)begin
							lane=lane+1'b1;
							fl2=3'b000;
						end
						else begin
							if(cur2==4'b0000)begin
								lane=lane+1'b1;
								fl2=3'b000;
							end
							else begin
								case({aslane})
									4'b0000: {as1[1],as1[0],as2[1],as2[0],as3[1],as3[0],as4[1],as4[0],s[3],s[2],s[1],s[0],Lights[3],Lights[2],Lights[1],Lights[0]} = 16'b0010000000100010;
									4'b0001: {as1[1],as1[0],as2[1],as2[0],as3[1],as3[0],as4[1],as4[0],s[3],s[2],s[1],s[0],Lights[3],Lights[2],Lights[1],Lights[0]} = 16'b0110000000110010;
									4'b0010: {as1[1],as1[0],as2[1],as2[0],as3[1],as3[0],as4[1],as4[0],s[3],s[2],s[1],s[0],Lights[3],Lights[2],Lights[1],Lights[0]} = 16'b0000000000000010;
									4'b0100: {as1[1],as1[0],as2[1],as2[0],as3[1],as3[0],as4[1],as4[0],s[3],s[2],s[1],s[0],Lights[3],Lights[2],Lights[1],Lights[0]} = 16'b0010010001100010;
									4'b1000: {as1[1],as1[0],as2[1],as2[0],as3[1],as3[0],as4[1],as4[0],s[3],s[2],s[1],s[0],Lights[3],Lights[2],Lights[1],Lights[0]} = 16'b0010000110100010;
								endcase
								fl2=fl2+1'b1;
							end
						end
					end
					if(lane==3'b011)begin
						if(fl3==3'b101)begin
							lane=lane+1'b1;
							fl3=3'b000;
						end
						else begin 
							if(cur3==4'b0000)begin
								lane=lane+1'b1;
								fl3=3'b000;
							end
							else begin
								case({aslane})
									4'b0000: {as1[1],as1[0],as2[1],as2[0],as3[1],as3[0],as4[1],as4[0],s[3],s[2],s[1],s[0],Lights[3],Lights[2],Lights[1],Lights[0]} = 16'b0000100001000100;
									4'b0001: {as1[1],as1[0],as2[1],as2[0],as3[1],as3[0],as4[1],as4[0],s[3],s[2],s[1],s[0],Lights[3],Lights[2],Lights[1],Lights[0]} = 16'b0100100001010100;
									4'b0010: {as1[1],as1[0],as2[1],as2[0],as3[1],as3[0],as4[1],as4[0],s[3],s[2],s[1],s[0],Lights[3],Lights[2],Lights[1],Lights[0]} = 16'b0001100001100100;
									4'b0100: {as1[1],as1[0],as2[1],as2[0],as3[1],as3[0],as4[1],as4[0],s[3],s[2],s[1],s[0],Lights[3],Lights[2],Lights[1],Lights[0]} = 16'b0000000000000100;
									4'b1000: {as1[1],as1[0],as2[1],as2[0],as3[1],as3[0],as4[1],as4[0],s[3],s[2],s[1],s[0],Lights[3],Lights[2],Lights[1],Lights[0]} = 16'b0000100111000100;
								endcase
								fl3=fl3+1'b1;
							end
						end
					end
						if(lane==3'b100)begin
							if(fl4==3'b101)begin
								lane=3'b001;
								fl4=3'b000;
							end
							else begin
								if(cur4==4'b0000)begin
									lane=3'b001;
									fl4=3'b000;
								end
								else begin
									case({aslane})
										4'b0000: {as1[1],as1[0],as2[1],as2[0],as3[1],as3[0],as4[1],as4[0],s[3],s[2],s[1],s[0],Lights[3],Lights[2],Lights[1],Lights[0]} = 16'b0000001010001000;
										4'b0001: {as1[1],as1[0],as2[1],as2[0],as3[1],as3[0],as4[1],as4[0],s[3],s[2],s[1],s[0],Lights[3],Lights[2],Lights[1],Lights[0]} = 16'b0100001010011000;
										4'b0010: {as1[1],as1[0],as2[1],as2[0],as3[1],as3[0],as4[1],as4[0],s[3],s[2],s[1],s[0],Lights[3],Lights[2],Lights[1],Lights[0]} = 16'b0001001010101000;
										4'b0100: {as1[1],as1[0],as2[1],as2[0],as3[1],as3[0],as4[1],as4[0],s[3],s[2],s[1],s[0],Lights[3],Lights[2],Lights[1],Lights[0]} = 16'b0000011011001000;
										4'b1000: {as1[1],as1[0],as2[1],as2[0],as3[1],as3[0],as4[1],as4[0],s[3],s[2],s[1],s[0],Lights[3],Lights[2],Lights[1],Lights[0]} = 16'b0000000000001000;
									endcase
									fl4=fl4+1'b1;
								end
							end
						end
					end	
			end
endmodule 
==> flow/run.sh <==
#!/bin/bash
# OpenROAD 26Q1-2900-gdf79404cd8, Yosys 0.63+post, stock flow scripts
make -C /OpenROAD-flow-scripts/flow DESIGN_CONFIG=/design/flow/config.mk WORK_HOME=/design/flow/orfs finish
==> flow/config.mk <==
export PLATFORM = sky130hd
export DESIGN_NAME = AB
export DESIGN_NICKNAME = AB
export VERILOG_FILES = /design/flow/design.v
export SDC_FILE = /design/flow/constraint.sdc
export NUM_CORES = 4
export LEC_CHECK = 1
export CORE_UTILIZATION = 30
==> flow/constraint.sdc <==
current_design AB

set clk_period 3.9
set clk_io_pct 0.2

create_clock -name clk0 -period $clk_period [get_ports {clk}]

set non_clock_inputs [all_inputs -no_clocks]
set_input_delay [expr $clk_period * $clk_io_pct] -clock clk0 $non_clock_inputs
set_output_delay [expr $clk_period * $clk_io_pct] -clock clk0 [all_outputs]
==> reports/qor.csv <==
metric,value,unit
PortBufs,38,
Max-cap violations,0,
storage element area,741,um^2
status,finished with violations,
drt drc,0,
cts bufs inserted,5,
FP Core Util,31.3,%
Layout area overhead,56.5,%
Net Sw Power,248,uW
hpwl dp,3990,um
ANT nets after route,0,
Die ar.,7510,um^2
# diodes,0,
CTS tree,done,
clock latency (worst-skew pair),280,ps
worst vdd ir,208,uV
RSZ-0062 raised after global routing,true,
most numerous logic cell after layout,buf_4,
number of global-route vias before repair,1966,
crit path max fanout,6,
top_reg_cell synth,dfxtp_1,
Crit. End Element,register,
post-layout util,49.0,%
CTS sink cnt,31,
cell mode on critical path,ha_4,
post-synthesis average cell area,9.15,um^2
Global Route Usage Sum,15.6,%
Crit path required time,4060,ps
yosys simple share,23.2,%
adder share,10.7,%
worst stage delay on the critical path,460,ps
Pint,699,uW
yosys cell count,235,
Core Rows,30,
failing checks,negative setup slack,
number of enable flip-flop cells,12,
Initial DRT Pass Iterations,4,
WL final,5520,um
Max Slew Vio Count,0,
H-tree Lvls,2,
DR vias,2075,
CP bufs+invs,4,
Rel. slew slack,55.1,%
worst setup path category,input pin to register,
core footprint,6870,um^2
Seq pwr share,37.7,%
CTS clock-pin slew for the worst setup and hold paths,60,ps
WP data arrival,4250,ps
crit path launch type,input pin,
Sw Ratio,26.2,%
synthesized instance count,235,
GRT overflow,0,
worst min-delay path class,register to register,
# hold bufs at CTS,0,
I/O pin total,39,
fillers,618,
Synth Area in XOR/XNOR,3.55,%
worst hold slack,476,ps
Yosys chip area,2150,um^2
endpoints failing setup,16,
Die Wd,86.7,um
fmax,0.245,GHz
Multiplexer share,2.50,%
Main logic family,simple AND/OR/NAND/NOR gates,
yosys aoi share,21.4,%
DR vias/cell,4.94,
async set or reset register ratio after synthesis,0,%
Slew @ Worst Pin,673,ps
routed len/inst,13.1,um
fraction of layout instances using a drive strength above 1,33.6,%
Tool Warnings,35,
largest net degree at the start of global routing,20,
Clock power frac,34.4,%
Top Family by Delay on Critical Path,simple AND/OR/NAND/NOR gates,
Pwr Total,947,uW
min Tclk post-route,4090,ps
"Registers, synthesis",31,
Setup Skew,6.27,ps
CP Cell Sequence,"buf_8, inv_4, ha_4, or3b_4, o211ai_4, xnor2_2, clkinv_2, ha_4, nand4_1, mux2_4, ha_4, ha_4, nand2_4, or4b_4, o311a_4, buf_6, o21ai_4, nor2b_4, a221o_1",
root buffer cell,clkbuf_8,
Clock Path Buffers,2,
Gate Area,1540,um^2
initial antenna violation count,0,
global-route wire length before repair,9010,um
Worst path slowest cell,or4b_4,
final setup margin,-188,ps
combinational power share,27.9,%
Cell Type Count,58,
Final Hold Vio Count,0,
DIE HEIGHT,86.7,um
r2r setup slk,180,ps
most common logic cells in the final layout,"buf_4, clkdlybuf4s50_1, nor2_1",
Final GP Congestion,0.893,
"Seq/Total Area, Yosys",34.4,%
Leak,1.34,nW
post-layout period usage of the worst path,105,%
pwr dens,281,nW/um^2
First DRT Iteration DRCs,84,
mapped cell area,2150,um^2
Yosys Warn Count,1,
[per-stage QoR]
| step | cell area, um^2 | worst slack (ps) | setup TNS (ps) | std cells |
|---|---|---|---|---|
| 3_5_place_dp | 3040 | -1110 | -19970 | 401 |
| 4_1_cts | 3270 | -186 | -1890 | 418 |
| 6_report | 3370 | -188 | -2170 | 420 |
| 5_1_grt | 3370 | -292 | -4080 | 420 |
| 3_3_place_gp | 3040 | -1030 | -18520 | 401 |
| 2_1_floorplan | 2280 | -503 | -6710 | 235 |
[worst min-delay path, stage by stage, from the launching register on]
cell and delay (ps):
dfxtp_1 310, nand2_1 50, a22oi_1 60
[registers in the layout, indices dropped and copies added (netlist names)]
name	count
as1	2
lane	3
as4	2
as3	2
s	4
fl1	3
fl4	3
fl3	3
as2	2
fl2	3
Lights	4
[per-layer routing]
metal  global-route usage [%]  vias to the layer above  wire length (um)  part of all wire (%)
met1                     24.0                      971              2760                    50
met4                     1.97                        0                35                  0.63
met5                        0                        -                 0                     0
met2                     24.2                       60              2350                    42
met3                     2.71                        4               378                   6.8
li1                         -                     1040                 -                     -
[power groups by stage]
| stage | clock network [mW] | registers, mW | logic [mW] |
|---|---|---|---|
| after CTS | 0.339 | 0.357 | 0.248 |
| after global routing | 0.352 | 0.358 | 0.286 |
| final | 0.326 | 0.358 | 0.264 |
[what timing repair did]
item                       CTS  global route
setup buffers               10             4
pin swaps                   20            11
setup endpoints to repair   21            21
resized                     24            19
[synthesized netlist by cell type (3+ instances only)]
| library cell | number | area (um^2) |
|---|---|---|
| nor2_1 | 32 | 120 |
| dfxtp_1 | 19 | 380 |
| nand2_1 | 18 | 67.6 |
| ha_1 | 16 | 200 |
| edfxtp_1 | 12 | 360 |
| a21oi_1 | 11 | 55.1 |
| inv_1 | 11 | 41.3 |
| clkbuf_1 | 7 | 26.3 |
| nand3_1 | 6 | 30.0 |
| nor3_1 | 6 | 30.0 |
| o21ai_0 | 6 | 30.0 |
| a22oi_1 | 5 | 37.5 |
| o211ai_1 | 5 | 37.5 |
| xnor2_1 | 5 | 43.8 |
| a21o_1 | 4 | 30.0 |
| and2_1 | 4 | 25.0 |
| and3_1 | 3 | 18.8 |
| maj3_1 | 3 | 30.0 |
| mux2_2 | 3 | 33.8 |
| nor4_1 | 3 | 18.8 |
| nor4b_1 | 3 | 26.3 |
| o22ai_1 | 3 | 18.8 |
| o32ai_1 | 3 | 26.3 |
| or2_2 | 3 | 18.8 |
[area by class of cell]
cell class | instances | share of cell area (%)
Multi-Input combinational cell | 182 | 45.9
Timing Repair Buffer | 90 | 23.5
Sequential cell | 31 | 22.0
Tap cell | 96 | 3.57
Clock buffer | 6 | 2.45
Inverter | 13 | 1.56
Clock inverter | 2 | 1.04
[worst paths after layout]
kind	start	end	cells past startpoint
setup / recovery	sin[0]	as3[0]$_DFF_P_	19
hold / removal	Lights[0]$_DFF_P_	Lights[0]$_DFF_P_	2
setup reg to reg	fl1[0]$_SDFFCE_PP0P_	as3[0]$_DFF_P_	17
hold reg to reg	Lights[0]$_DFF_P_	Lights[0]$_DFF_P_	2
[logic make-up (layout without fill, tap and decap cells)]
group           Yosys count  after routing
simple gates             93             93
compound gates           58             58
buf+inv                  22            111
flops                    31             31
xor+xnor                  7              7
mux                       5              5
fa+ha+maj                19             19
Power and IR drop assume default switching activity.
