==> flow/design.v <==
module Counter(clk,updn,count,cap,s,n);
	input clk,s;
	input [1:0] updn;
	input [3:0] cap,n;
	output [3:0] count;
	integer z=0;
	reg [3:0] count;
always @(posedge clk) begin
	if((updn[0]==1 && updn[1] == 1)||(updn[1]==0&&updn[0]==0)||(s==0))begin
		count = count + 1'b0;
	end
	else begin
		if(updn[0] == 1 && !(n[3]==cap[3] && n[2]==cap[2] && n[1]==cap[1] && n[0]==cap[0])) begin
			count = count + 1'b1;
		end 
		else begin
			count = count +1'b0;
		end
		if(updn[1] == 1 && !(n[3]==z && n[2]==z && n[1]==z && n[0]==z)) begin
			count = count - 1'b1;
			end
		else begin
			count = count-1'b0;
		end
	end
end
endmodule
==> flow/config.mk <==
export PLATFORM = sky130hd
export DESIGN_NAME = Counter
export DESIGN_NICKNAME = Counter
export VERILOG_FILES = /design/flow/design.v
export SDC_FILE = /design/flow/constraint.sdc
export NUM_CORES = 4
export LEC_CHECK = 1
export CORE_AREA = 10 10 70 70
export DIE_AREA = 0 0 80 80
==> flow/run.sh <==
#!/bin/bash
# OpenROAD 26Q1-2900-gdf79404cd8, Yosys 0.63+post, stock flow scripts
make -C /OpenROAD-flow-scripts/flow DESIGN_CONFIG=/design/flow/config.mk WORK_HOME=/design/flow/orfs finish
==> flow/constraint.sdc <==
current_design Counter

set clk_period 2.5
set clk_io_pct 0.2

create_clock -name clk0 -period $clk_period [get_ports {clk}]

set non_clock_inputs [all_inputs -no_clocks]
set_input_delay [expr $clk_period * $clk_io_pct] -clock clk0 $non_clock_inputs
set_output_delay [expr $clk_period * $clk_io_pct] -clock clk0 [all_outputs]
==> qor.csv <==
stage;metric;value;unit
worst_setup_path;cp-endpoint;count[3];
worst_setup_path;reg2reg_depth;5;
routing;vias;312;
clock_network;root_buffer;clkbuf_4;
clock_network;cts_buffer_depth;2;
floorplan;io_pins;16;
clock_network;cts_hold_buf;0;
sta;final.setup.worst_slack;0.118;ns
final_layout;final_util;0.188;
power;share_comb_of_total_power;0.380;
floorplan;die_y;80;um
min_path;hold_path.class;register to register;
routing;remaining_drc_errors;0;
floorplan;rows;21;
yosys;synth.distinct_cells;16;
run_status;status;finished clean;
global_route;antenna_found_initial;0;
yosys;synth_chip_area;390;um2
sta;clock.fmax;0.420;GHz
routing;first_pass_iters;2;
routing;diodes;0;
clock_network;htree_levels;1;
final_layout;area_growth;64.7;%
yosys;synth-seq-cells;4;
worst_setup_path;startpoint;n[2];
sta;hold_violations;0;
worst_setup_path;reg2reg_slack;0.62;ns
worst_setup_path;critPathKind;input port to register;
placement;globalplace.congestion;0.749;
final_layout;largest_reg_flops;4;
sta;clock_skew;0.00450;ns
global_route;grt_overflow;0;
yosys;simple_gate_share;0.106;
worst_setup_path;reg2reg_to;count[3];
final_layout;drive_gt1_frac;0.204;
sta;setup_tns;0;ns
yosys;topCombFamilyByArea;XOR/XNOR gates;
placement;pre_cts_ws;-0.166;ns
sta;rsz0062_at_grt;false;
global_route;grt_max_degree;8;
worst_setup_path;arrival;2.37;ns
floorplan;fp_util;0.114;
yosys;synth_warnings;1;
clock_network;cts_resized;0;
yosys;mux_area_frac;0.106;
clock_network;clkSinkCount;4;
power;intPower;0.000208;W
power;seq_power_share;0.342;
worst_setup_path;worstPathRequired;2.48;ns
worst_setup_path;endpoint_kind;register;
clock_network;cts_tree;done;
yosys;syn_inst;33;
floorplan;core_area;3420;um2
placement;port-buffer-count;15;
yosys;synthXorXnorAreaFrac;0.244;
power;powerDensity;441;nW/um2
sta;post-route-min-period;2.38;ns
clock_network;cts_setup_buffers;0;
routing;drtIter0Drc;8;
power;swShare;0.268;
sta;fin_crit_sh;0.953;
floorplan;die_area;6400;um2
worst_setup_path;cp-start-kind;input port;
sta;tightest_slew;0.342;ns
worst_setup_path;regToRegStartpoint;count[0];
sta;max_slew_margin;0.771;
floorplan;die_w;80;um
yosys;syn-cell-area;390;um2
yosys;yosys.stat.seqShare;0.308;
yosys;ys_sh_aoi;0.173;
power;p_switching;0.0000762;W
power;p_leak;0.233;nW
routing;routed_wl;958;um
routing;viasPerCell;3.12;
final_layout;fillers;386;
power;irDropWorstVdd;0.000135;V
clock_network;clk_pin_slew;0.04;ns
global_route;grt.total_usage;0.0300;
worst_setup_path;crit_fanout;3;
sta;drv_slew;0;
clock_network;worstSkewPairLatency;0.24;ns
power;p_total;0.000284;W
job;warnings;25;
power;p_clk_frac;0.278;
routing;detail-route-antenna-nets;0;
final_layout;most-common-layout-cells;clkdlybuf4s50_1, xor2_1, edfxtp_1;
yosys;synth_area_per_cell;11.8;um2
final_layout;final_common_cell;clkdlybuf4s50_1;
global_route;grt_pass1_vias;350;
routing;avgRoutedWirePerCell;9.58;um
global_route;grt_pass1_wl;1.52;mm
clock_network;cts_buffers;3;
sta;setup_viol;0;
yosys;yosys_cells;33;
job;maxCapViolations;0;
yosys;adder_share;0.0641;
==> worst max-delay path, stage by stage <==
cell and delay, ns:
clkdlybuf4s50_1 0.43, xor2_1 0.19, o41ai_4 0.44, buf_4 0.18
mux2_1 0.31, a31oi_1 0.22, xnor2_1 0.08
==> routing by layer <==
metal	GRT usage	vias to the layer above	part of all wire
met4	0.00704	0	0.019
met2	0.0498	12	0.46
met5	0	-	0
met3	0.0159	2	0.12
li1	-	166	-
met1	0.0330	132	0.40
==> worst min-delay path by stage <==
stage             from        to  slack [ns]  cells after the start
finish        count[3]  count[3]        0.59                      1
global route  count[3]  count[3]        0.61                      1
CTS           count[3]  count[3]        0.59                      1
==> synthesized netlist by cell type <==
| cell | number | area (um2) |
|---|---|---|
| ha_1 | 2 | 25.0 |
| xnor2_1 | 3 | 26.3 |
| a31oi_1 | 1 | 6.26 |
| o41a_2 | 2 | 25.0 |
| nand3_1 | 1 | 5.00 |
| nand2_1 | 3 | 11.3 |
| mux2_1 | 1 | 11.3 |
| xor2_2 | 1 | 16.3 |
| o41ai_4 | 1 | 27.5 |
| nor2_1 | 1 | 3.75 |
| edfxtp_1 | 4 | 120 |
| a311oi_1 | 1 | 8.76 |
| and2_1 | 2 | 12.5 |
| and2b_2 | 1 | 8.76 |
| xor2_1 | 6 | 52.6 |
| mux2i_1 | 3 | 30.0 |
==> metrics by stage <==
step,std cells,instance area [um2],hold slack [ns]
global route,100,643,0.609
detailed placement,96,613,0.581
global placement,96,613,0.570
floorplan,33,390,0.527
finish,100,643,0.589
CTS,99,636,0.590
==> power by group through the flow <==
stage,clock network [W],registers (W),logic [W]
final,0.0000790,0.0000971,0.000108
after global routing,0.0000843,0.0000993,0.000122
after CTS,0.0000825,0.0000973,0.000106
==> kinds of logic (layout without fill, tap and decap cells) <==
| kind of cell | after synthesis | in the layout |
|---|---|---|
| and+or+nand+nor | 8 | 8 |
| xor gates and xnor gates | 10 | 10 |
| DFF | 4 | 4 |
| AOI/OAI and AO/OA | 5 | 5 |
| buffers and inverters | 0 | 21 |
| muxes | 4 | 4 |
| adders and majority gates | 2 | 2 |
==> layout make-up <==
cell class	instances	area [um2]	area share
Clock buffer	3	22.5	0.0350
Tap cell	46	57.6	0.0895
Multi-Input combinational cell	29	270	0.420
Timing Repair Buffer	18	173	0.268
Sequential cell	4	120	0.187
Power is estimated from default activity; no workload was simulated.
